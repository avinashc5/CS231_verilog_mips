==> flow/design.v <==
module half_adder(a, b, S, cout);
    input a, b;
    output S, cout;
    xor (S, a, b);
    assign cout = (a & b);
endmodule
module full_adder(a, b, cin, S, cout);
    input a, b, cin;
    output S, cout;
    wire S0, c0;
    half_adder h0(
        .a(a),
        .b(b),
        .S(S0),
        .cout(c0)
    );
    xor (S, S0, cin);
    assign cout = c0 | (b & cin) | (a & cin);
endmodule
module rca_Nbit #(parameter N = 32) (a, b, cin, S, cout);
    input [N-1:0] a;
    input [N-1:0] b;
    input cin;
    output [N-1:0] S;
    output cout;
    wire [N:0] c;
    assign c[0] = cin;
    generate 
        genvar i;
        for (i = 0; i < N; i = i + 1) begin
           full_adder f1(.a(a[i]), .b(b[i]), .cin(c[i]), .S(S[i]), .cout(c[i+1]));
        end
    endgenerate
    assign cout = c[N];
endmodule
==> flow/run.sh <==
#!/bin/bash
# OpenROAD 26Q1-2900-gdf79404cd8, Yosys 0.63+post, stock flow scripts
make -C /OpenROAD-flow-scripts/flow DESIGN_CONFIG=/design/flow/config.mk WORK_HOME=/design/flow/orfs finish
==> flow/config.mk <==
export PLATFORM = sky130hd
export DESIGN_NAME = rca_Nbit
export DESIGN_NICKNAME = rca_Nbit
export VERILOG_FILES = /design/flow/design.v
export SDC_FILE = /design/flow/constraint.sdc
export NUM_CORES = 4
export LEC_CHECK = 1
export CORE_UTILIZATION = 30
==> flow/constraint.sdc <==
current_design rca_Nbit

set clk_period 16.2
set clk_io_pct 0.2

create_clock -name clk0 -period $clk_period

set non_clock_inputs [all_inputs -no_clocks]
set_input_delay [expr $clk_period * $clk_io_pct] -clock clk0 $non_clock_inputs
set_output_delay [expr $clk_period * $clk_io_pct] -clock clk0 [all_outputs]
==> impl_metrics.yaml <==
# synthesis and place-and-route metrics
detailed_routing:
  antenna_cells: 0
  drt_first_iter_violations: 24
  wl_per_cell_um: 11.57
  routed-wl-met2_um: 830
  dr.pass1.iters: 51
  top_layer: "met3"
  dr_total_vias: 707
  viasPerCell: 4.135
  ant_nets: 0
  drc: 0
  wl_mm: 1.979
  met1Wirelength_um: 584
  wl_met3_um: 564
logic_synthesis:
  netlist_top_cells_count: "buf_4 (32), fa_1 (32), inv_1 (10)"
  ys_cells: 74
  yosys.area.top_type: "fa_1"
  ys_warn_count: 0
  synth.distinct_cells: 3
  ys_area_um2: 918.4
  yosys.area.top_type_share_pct: 69.75
  syn_inst: 74
  avgSynthCellArea_um2: 12.41
  syn-cell-area_um2: 918.4
  synth-seq-area-share_pct: 0
  topCellsByArea: "fa_1 (70%), buf_4 (26%), inv_1 (4.1%)"
timing:
  finalHoldViolCount: 0
  fin_crit_sh_pct: 110.3
  worst_pin_slew_ns: 0.1067
  maxSlewViolCount: 0
  setup-violations-final: 6
  grt_setup_unrepaired: "true"
  finalSetupTns_ns: -6.443
  fmax_mhz: 55.97
  final.min_clock_period_ns: 17.87
  relSlewSlack_pct: 92.86
  final_critical_path_setup_slack_ns: -1.668
worst_setup_path:
  cp_data_arrival_time_ns: 14.63
  crit_path_end_kind: "primary output"
  crit_slowest_cell: "clkdlybuf4s50_1"
  required_ns: 12.96
  crit_buf_inv: 6
  cp_common_cell: "fa_2"
  worst-setup-path-type: "in2out"
  cp_top_family: "adder cells"
  slowest_delay_ns: 0.39
  startpoint_type: "input pin"
  path_max_fanout: 1
outcome:
  status: "finished with violations"
  violations: "negative setup slack"
floorplan:
  ioPinCount: 98
  initial_core_util_pct: 32.46
  dieArea_um2: 3287
  core-area_um2: 2829
  rows: 19
  chipWidth_um: 57.33
  fp.dieH_um: 57.33
global_routing:
  grt_pass1_vias: 798
  antenna_found_initial: 0
  grt_usage_pct: 13.96
  gr-total-overflow: 0
  grt_max_degree: 2
  grt_pass1_wl_mm: 3.429
finish:
  instances_no_fill: 171
  seq_cells: 0
  final_cell_area_um2: 1760
  drive_above_1_share_pct: 32.14
  seq_area_um2: 0
  area_growth_pct: 91.69
  nFillCells: 244
  fin_util_pct: 62.23
  n_clock_buffer: 0
placed_design:
  hpwlAfterDp_mm: 1.974
  dp.cells: 171
  io_buffers: 98
  gp_congestion: 0.7115
  dpl_cell_area_um2: 1793
clocking:
  cts_resized: 38
  post_cts_buffers: 0
  cts_hold_buf: 0
pwr:
  leakage_uw: 0.0006525
  power.total_uw: 62.57
  ir_drop_v: 0.00001787
  powerDensity_nw_per_um2: 35.54
run:
  maxCapViolCount: 0
  tool_warnings: 36
hold_path:
  hold_class: "in2out"
## path summary, 6_finish.rpt
check / cells past startpoint / to / start / slack [ns]
setup / recovery: 38 / cout / a[0] / -1.67
hold / removal: 5 / S[31] / b[31] / 7.22
## cell families after synthesis
| kind of cell | after synthesis | synth area share (%) |
|---|---|---|
| buffers and inverters | 42 | 30.25 |
| adder cells (fa/ha/maj) | 32 | 69.75 |
## worst min-delay path: stages
cell	delay [ns]
clkdlybuf4s50_1	0.39
inv_1	0.07
fa_1	0.15
inv_1	0.03
buf_2	0.09
## per-layer routing
metal / GRT usage [%] / up-vias
met4: 0 / 0
met1: 20.58 / 324
met3: 6.437 / 0
li1: - / 312
met2: 21.51 / 71
met5: 0 / -
## final cells by class
class	instances	area, µm²	share of cell area, %
multi-input cells	32	718.2	40.80
well taps	31	38.79	2.203
inverters	10	55.05	3.127
repair buffers	98	948.4	53.87
## cells in the final DEF, fill, tap and decap left out
cell | synthesis | routed
fa_2 | 0 | 31
inv_2 | 0 | 3
buf_8 | 0 | 1
inv_1 | 10 | 5
fa_1 | 32 | 1
inv_6 | 0 | 1
clkdlybuf4s50_1 | 0 | 86
inv_12 | 0 | 1
dlygate4sd2_1 | 0 | 3
buf_6 | 0 | 1
buf_2 | 0 | 7
## power breakdown
group	total, µW	switching [µW]	leakage [µW]	internal (µW)
Clock	0	0	0	0
Sequential	0	0	0	0
Combinational	62.6	16.0	0.000653	46.5
## stage by stage
stage,setup WS (ns),hold slack (ns)
after detailed placement,-2.510,7.522
after floorplan,-1.299,6.707
after global routing,-1.953,7.269
after CTS,-1.703,7.229
after global placement,-2.477,7.519
final,-1.668,7.223
Power is estimated from default activity; no workload was simulated.
