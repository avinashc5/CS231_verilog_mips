File: ./run.sh
#!/bin/bash
# OpenROAD 26Q1-2900-gdf79404cd8, Yosys 0.63+post, stock flow scripts
make -C /OpenROAD-flow-scripts/flow DESIGN_CONFIG=/design/flow/config.mk WORK_HOME=/design/flow/orfs finish
File: ./config.mk
export PLATFORM = sky130hd
export DESIGN_NAME = CLA_4bit
export DESIGN_NICKNAME = CLA_4bit
export VERILOG_FILES = /design/flow/design.v
export SDC_FILE = /design/flow/constraint.sdc
export NUM_CORES = 4
export LEC_CHECK = 1
export CORE_AREA = 10 10 70 70
export DIE_AREA = 0 0 80 80
File: ./constraint.sdc
current_design CLA_4bit

set clk_period 5.0
set clk_io_pct 0.2

create_clock -name clk0 -period $clk_period

set non_clock_inputs [all_inputs -no_clocks]
set_input_delay [expr $clk_period * $clk_io_pct] -clock clk0 $non_clock_inputs
set_output_delay [expr $clk_period * $clk_io_pct] -clock clk0 [all_outputs]
File: ./design.v
module CLA_4bit(a, b, cin, sum, cout);
    input [3:0] a;
    input [3:0] b;
    input cin;
    output [3:0] sum;
    output cout;
    wire G;
    wire P;
    CLA_4bit_P_G clapg0(.a(a), .b(b), .cin(cin), .sum(sum), .P(P), .G(G));
    assign cout = G | (P & cin);
endmodule
module CLA_4bit_P_G(a, b, cin, sum, P, G);
    input [3:0] a;
    input [3:0] b;
    input cin;
    output [3:0] sum;
    output P;
    output G;
    wire [3:0] p;
    wire [3:0] g;
    wire [3:0] c;
    assign g = a & b;
    assign p = a ^ b;
    assign c[0] = cin;
    assign c[1] = g[0] | p[0] & c[0];
    assign c[2] = g[1] | p[1] & c[1];
    assign c[3] = g[2] | p[2] & c[2];
    assign sum = p ^ c;
    assign P = p[0] & p[1] & p[2] & p[3];
    assign G = g[3] | (p[3] & g[2]) | (p[3] & p[2] & g[1]) | (p[3] & p[2] & p[1] & g[0]);
endmodule
module lookahead_carry_unit_16_bit(P0, G0, P1, G1, P2, G2, P3, G3, cin, C4, C8, C12, C16, GF, PF);
    input P0, P1, P2, P3, G0, G1, G2, G3, cin;
    output C4, C8, C12, C16;
    output PF;
    output GF;
    assign C4 = G0 | (P0 & cin);
    assign C8 = G1 | (P1 & C4);
    assign C12 = G2 | (P2 & C8);
    assign C16 = G3 | (P3 & C12);
    assign GF = G3 | (P3 & G2) | (P3 & P2 & G1) | (P3 & P2 & P1 & G0);
    assign PF = P3 & P2 & P1 & P0;
endmodule
module CLA_16bit(a, b, cin, sum, cout, Pout, Gout);
    input [15:0] a;
    input [15:0] b;
    input cin;
    output [15:0] sum;
    output cout, Pout, Gout;
    wire [3:0] cout_intermed;
    wire [3:0] P;
    wire [3:0] G;
    wire C4, C8, C12, C16;
    CLA_4bit_P_G cla0(.a(a[3:0]), .b(b[3:0]), .cin(cin), .sum(sum[3:0]), .P(P[0]), .G(G[0]));
    CLA_4bit_P_G cla1(.a(a[7:4]), .b(b[7:4]), .cin(C4), .sum(sum[7:4]), .P(P[1]), .G(G[1]));
    CLA_4bit_P_G cla2(.a(a[11:8]), .b(b[11:8]), .cin(C8), .sum(sum[11:8]), .P(P[2]), .G(G[2]));
    CLA_4bit_P_G cla3(.a(a[15:12]), .b(b[15:12]), .cin(C12), .sum(sum[15:12]), .P(P[3]), .G(G[3]));
    lookahead_carry_unit_16_bit lcu0(.P0(P[0]), .G0(G[0]), .P1(P[1]), .G1(G[1]), .P2(P[2]), .G2(G[2]), .P3(P[3]), .G3(G[3]), .cin(cin), .C4(C4), .C8(C8), .C12(C12), .C16(C16), .GF(Gout), .PF(Pout));
    assign cout = C16;
endmodule
module lookahead_carry_unit_32_bit (P0, G0, P1, G1, cin, C16, C32, GF, PF);
    input P0, P1, G0, G1, cin;
    output C16, C32;
    output PF, GF;
    assign C16 = G0 | (P0 & cin);
    assign C32 = G1 | (P1 & C16);
    assign PF = P0 & P1;
    assign GF = G1 | (P1 & G0);
endmodule
module CLA_32bit(a, b, cin, sum, cout, Pout, Gout);
    input [31:0] a;
    input [31:0] b;
    input cin;
    output [31:0] sum;
    output cout;
    output Pout, Gout;
    wire P0, G0, P1, G1;
    wire C16, C32;
    CLA_16bit cla5(.a(a[15:0]), .b(b[15:0]), .cin(cin), .sum(sum[15:0]), .cout(), .Pout(P0), .Gout(G0));
    CLA_16bit cla6(.a(a[31:16]), .b(b[31:16]), .cin(C16), .sum(sum[31:16]), .cout(), .Pout(P1), .Gout(G1));
    lookahead_carry_unit_32_bit lcu1(.P0(P0), .G0(G0), .P1(P1), .G1(G1), .cin(cin), .C16(C16), .C32(C32), .GF(Gout), .PF(Pout));
    assign cout = C32;
endmodule
==> impl_metrics.yaml <==
# implementation run metrics
logic_synthesis:
  top_cells_by_count: "4 x ha_1, 3 x fa_1"
  yosysUniqueCellTypes: 8
  syn_area_sq_um: 150
  yosysSeqAreaShare_pct: 0
  yosysTopAreaCell: "fa_1"
  most_common_cell: "ha_1"
  synth_warnings: 0
  yosys-stat-area_sq_um: 150
  top_cell_area_share_pct: 40.0
  yosys_cells: 13
  syn_area_per_cell_sq_um: 11.5
  netlist_top_cells_area: "fa_1 40%, ha_1 33%, a21oi_2 5.8%"
  synthesis.instances: 13
die:
  core_area_sq_mm: 0.00342
  fp.dieH_um: 80
  rows: 21
  die_x_um: 80
  initCoreUtil_pct: 4.40
  die_area_sq_mm: 0.00640
  ioPinCount: 14
critical_path:
  crit_slowest_cell: "clkdlybuf4s50_1"
  crit_top_cell: "fa_1"
  required_ns: 4.00
  startpoint_type: "input pin"
  cp-end-kind: "output pin"
  slowest_delay_ns: 0.53
  critical_path_class: "in2out"
  crit_chain: "clkdlybuf4s50_1 -> fa_1 -> fa_1 -> fa_1 -> xor2_1 -> clkdlybuf4s50_1"
  cp.arrival_ns: 3.40
  cp_max_fo: 2
global_routing:
  grt_first_pass_wirelength_um: 883
  antenna_found_initial: 0
  grt_pass1_vias: 182
  grt_max_degree: 4
  grt_usage_pct: 1.78
  overflow: 0
finish:
  nClkBuffers: 0
  regArea_sq_um: 0
  layout.cells.non_filler: 73
  drive_gt1_share_pct: 3.70
  syn_to_final_growth_pct: 132
  flop-count: 0
  design_area_sq_um: 348
run_status:
  outcome: "completed"
clock_tree:
  post_cts_buffers: 0
  hold_buffers: 0
  cts_resized: 0
power:
  leakage_nw: 0.126
  ir_drop_mv: 0.0180
  power_density_mw_per_mm2: 98.1
sta:
  worst_pin_slew_ns: 0.167
  hold_viol: 0
  fmax_mhz: 228
  finalClockPeriodUsage_pct: 87.9
  rsz0062_at_grt: "no"
  maxSlewViolCount: 0
  fin_tns_setup_ns: 0
  min_period_ns: 4.40
  finalSetupViolCount: 0
  relSlewSlack_pct: 88.8
drt:
  first_pass_iters: 2
  dr_total_vias: 157
  drc: 0
  wl_um: 593
  drtIter0Drc: 2
  antenna_cells: 0
  avgViaCountPerCell: 2.15
  ant_nets: 0
  wl_per_cell_um: 8.12
place:
  portBuffers: 14
  placed_cell_area_sq_um: 348
  gp_congestion: 0.803
  hpwl_um: 567
  dp_cells: 73
job:
  tool_warnings: 32
  cap_violations: 0
hold_path:
  min_path_type: "in2out"
-- cell usage in the layout (no fill, tap or decap) --
cell | Yosys | layout
a21o_1 | 1 | 1
a21oi_1 | 1 | 1
a21oi_2 | 1 | 1
clkdlybuf4s50_1 | 0 | 14
fa_1 | 3 | 3
ha_1 | 4 | 4
nand3_1 | 1 | 1
o21ai_1 | 1 | 1
xor2_1 | 1 | 1
-- critical path: cells and delay by family --
family                     cells  cell delay [ns]
adders and majority gates      3             1.20
buffers and inverters          2             0.99
xor gates and xnor gates       1             0.20
-- final cells by class --
type	count	area, sq um
multi-input cells	13	150
repair buffers	14	140
fillers	404	3070
well taps	46	57.6
-- worst paths after layout --
path	slack [ns]	start	cells after the start	end
setup / recovery	0.60	a[0]	6	sum[3]
hold / removal	3.12	cin	3	sum[0]
-- layer usage --
layer	share of wire, %	global-route usage [%]	wire length [um]
met5	0	0	0
met1	43	2.20	256
met2	23	1.77	138
met4	0	0	0
met3	34	2.50	199
-- where the power goes --
group	switching, mW	internal, mW	total, mW
Combinational	0.0108	0.0233	0.0341
Sequential	0	0	0
Clock	0	0	0
Total	0.0108	0.0233	0.0341
-- stage by stage --
stage | hold slack, ns | utilization [%] | setup WS, ns | total power, mW
4_1_cts | 3.12 | 10.2 | 0.594 | 0.0350
6_report | 3.12 | 10.2 | 0.605 | 0.0341
2_1_floorplan | 2.10 | - | 1.68 | 0.00775
5_1_grt | 3.14 | 10.2 | 0.523 | 0.0381
3_3_place_gp | 3.11 | 10.2 | 0.651 | 0.0336
3_5_place_dp | 3.12 | 10.2 | 0.621 | 0.0345
-- cell families after synthesis --
kind of cell             Yosys count  synth area share, %
AND-OR/OR-AND                      4                 17.5
AND/OR/NAND/NOR                    1                 3.33
adder cells (fa/ha/maj)            7                 73.3
XOR/XNOR                           1                 5.83
Power and IR drop assume default switching activity.
